[/design/flow/design.v]
`timescale 1ns / 1ps
module lookupTable(addrW, addrR, WE, RE, clk, dataIn, dataOut);
input [3:0] addrW, addrR;
input WE, RE, clk;
input [3:0] dataIn;
output reg [3:0] dataOut;
reg [3:0] mem [15:0];
initial
begin
mem[0] = 4'd10;
mem[1] = 4'd9;
mem[2] = 4'd9;
mem[3] = 4'd9;
mem[4] = 4'd9;
mem[5] = 4'd8;
mem[6] = 4'd8;
mem[7] = 4'd7;
mem[8] = 4'd6;
mem[9] = 4'd6;
mem[10] = 4'd5;
mem[11] = 4'd4;
mem[12] = 4'd3;
mem[13] = 4'd2;
mem[14] = 4'd1;
mem[15] = 4'd0;
end
always @(posedge clk)
begin
if (WE)
mem[addrW] <= dataIn;
else if (RE)
dataOut <= mem[addrR];
end
endmodule
[/design/flow/run.sh]
#!/bin/bash
# OpenROAD 26Q1-2900-gdf79404cd8, Yosys 0.63+post, stock flow scripts
make -C /OpenROAD-flow-scripts/flow DESIGN_CONFIG=/design/flow/config.mk WORK_HOME=/design/flow/orfs finish
[/design/flow/config.mk]
export PLATFORM = sky130hd
export DESIGN_NAME = lookupTable
export DESIGN_NICKNAME = lookupTable
export VERILOG_FILES = /design/flow/design.v
export SDC_FILE = /design/flow/constraint.sdc
export NUM_CORES = 4
export LEC_CHECK = 1
export CORE_UTILIZATION = 30
[/design/flow/constraint.sdc]
current_design lookupTable

set clk_period 2.3
set clk_io_pct 0.2

create_clock -name clk0 -period $clk_period [get_ports {clk}]

set non_clock_inputs [all_inputs -no_clocks]
set_input_delay [expr $clk_period * $clk_io_pct] -clock clk0 $non_clock_inputs
set_output_delay [expr $clk_period * $clk_io_pct] -clock clk0 [all_outputs]
==> flow_summary.json <==
{
  "end_kind": "flop",
  "ys_warn_count": 1,
  "warnings": 25,
  "comb_area_um2": 631,
  "ctsLongestPathBuffers": 2,
  "synth_area_um2": 2710,
  "path_cells": "clkdlybuf4s50_1 -> buf_12 -> mux4_1 -> a22oi_1 -> nand3_1",
  "rsz0062_at_grt": "false",
  "core_area_um2": 8720,
  "grt_pass1_vias": 1431,
  "layout_top_cell": "edfxtp_1",
  "seqCellArea_um2": 2040,
  "wl_per_cell_um": 17.0,
  "dp_slack_ns": -0.0210,
  "vias": 1309,
  "synth.distinct_cells": 16,
  "port_buffers": 18,
  "finalCriticalPeriod_ns": 1.96,
  "slew_headroom_pct": 60.2,
  "gp_congestion": 0.735,
  "combPwrFrac_pct": 5.5,
  "ys_ff": 68,
  "cts_resized": 0,
  "cts_tree": "built",
  "root_buffer": "clkbuf_8",
  "boundaryPins": 19,
  "power.internal_uw": 2180,
  "htreeDepth": 3,
  "whs_ns": 0.768,
  "dp_hpwl_mm": 3.24,
  "period_used_pct": 85.2,
  "fp_util_pct": 31.1,
  "fin_setup_tns_ns": 0,
  "grt_max_degree": 17,
  "cts_inserted_buffers": 9,
  "grt_use_total_pct": 11.4,
  "dr.pass1.iters": 4,
  "timing.final.ws_setup_ns": 0.340,
  "met2_usage_pct": 18.0,
  "die_x_um": 97.1,
  "cp-start-kind": "primary input",
  "antenna_cells_inserted": 0,
  "floorplan.rows": 34,
  "chip_area_um2": 9430,
  "ctsHoldBuffers": 0,
  "crit_required_ns": 2.38,
  "synth-async-reset-ratio_pct": 0,
  "grt_busiest_layer": "met2",
  "cts_setup_buffers": 0,
  "n_fill_cell": 755,
  "crit_type": "primary input to flop",
  "finalSetupViolations": 0,
  "cp_slowest_cell": "mux4_1",
  "maxCapViolCount": 0,
  "clk_pin_slew_worst_paths_ns": 0.07,
  "ys_chip_area_um2": 2710,
  "p_clk_share_pct": 42.1,
  "avgSynthCellArea_um2": 20.7,
  "status": "completed",
  "overflow": 0,
  "yosysCellCount": 131,
  "hold_viol": 0,
  "p_sw_uw": 484,
  "vias_per_cell": 4.69,
  "cts.sinks": 68,
  "ys.flop_type": "edfxtp_1",
  "clk_latency_ns": 0.33,
  "drive_gt1_share_pct": 15.8,
  "routed_wl_mm": 4.74,
  "gr-usage-met1_pct": 15.1,
  "drtIter0Drc": 45,
  "syn_to_final_growth_pct": 21.9,
  "die_h_um": 97.1,
  "hold_path_class": "flop to flop",
  "power_density_nw_per_um2": 807,
  "peakVddDrop_v": 0.000330,
  "edf_count": 68,
  "synth_seq_share_pct": 75.3,
  "power.leakage_uw": 0.00109,
  "antenna_found_initial": 0,
  "use_met3_pct": 5.56,
  "crit_arrival_ns": 2.04,
  "grt_pass1_wl_mm": 7.52,
  "slew_viol_final": 0,
  "slowest_delay_ns": 0.55,
  "netlist_instances": 131,
  "lay_top_cells": "edfxtp_1 (68), clkdlybuf4s50_1 (18), mux4_1 (14)",
  "worst-slew-pin-transition_ns": 0.595,
  "ant_nets": 0,
  "fmax_mhz": 510,
  "drc": 0,
  "clock_skew_ns": 0.00641,
  "final_util_pct": 37.9,
  "cp_max_fo": 16,
  "seqPwrFrac_pct": 52.4,
  "switching_share_pct": 18.1
}
## power by group through the flow
stage / Combinational (uW) / Sequential (uW) / Clock, uW
4_1_cts: 150 / 1400 / 1150
5_1_grt: 162 / 1400 / 1190
6_report: 147 / 1400 / 1120
## Yosys cell counts, types with 2 or more instances
cell type / instances / area, um2
nor3_1: 4 / 20.0
nor2b_1: 3 / 18.8
nand3b_1: 2 / 15.0
nand2_1: 5 / 18.8
edfxtp_1: 68 / 2040
nor2_1: 13 / 48.8
a22oi_1: 4 / 30.0
mux4_2: 2 / 45.0
mux4_1: 14 / 368
nand2b_1: 2 / 12.5
nand3_1: 9 / 45.0
## final cells by class
cell class / count / area share [%]
repair buffers: 28 / 8.10
clock buffers: 11 / 3.97
well taps: 108 / 4.09
flip-flops and latches: 68 / 61.7
multi-input cells: 59 / 19.1
clock inverters: 5 / 3.03
## metal layers
layer / share of wire [%] / up-vias
li1: - / 621
met1: 42 / 641
met2: 49 / 40
met3: 7.3 / 7
met4: 1.8 / 0
met5: 0 / -
## cell families after synthesis
group	after synthesis	synth area share, %
DFF	68	75.3
and+or+nand+nor	39	6.92
muxes	16	15.2
AOI/OAI and AO/OA	4	1.11
buffers and inverters	4	1.48
## stage by stage
step / instance area, um2 / total power (uW) / std cells
final: 3310 / 2670 / 279
after global routing: 3310 / 2750 / 279
after CTS: 3310 / 2690 / 279
after detailed placement: 3080 / 1570 / 263
after global placement: 3080 / 1570 / 263
after floorplan: 2710 / 1500 / 131
## final timing paths
| path | slack (ns) | start | endpoint | cells after the start |
|---|---|---|---|---|
| max | 0.34 | addrR[0] | dataOut[3] | 5 |
| min | 0.77 | mem[8][0] | dataOut[0] | 3 |
| max reg2reg | 0.83 | mem[1][1] | dataOut[1] | 3 |
| min reg2reg | 0.77 | mem[8][0] | dataOut[0] | 3 |
## sequential cells by signal (all words and copies together) (netlist names)
register and cells:
dataOut 4, mem 64
## critical path, delay by kind of cell
kind,cells,cell delay [ns]
AND-OR/OR-AND,1,0.23
buffers and inverters,2,0.69
AND/OR/NAND/NOR,1,0.10
multiplexers,1,0.55
Power is estimated from default activity; no workload was simulated.
